**constraint.sdc**
```tcl
current_design power_of_8

set clk_period 27.6
set clk_io_pct 0.2

create_clock -name clk0 -period $clk_period [get_ports {clk}]

set non_clock_inputs [all_inputs -no_clocks]
set_input_delay [expr $clk_period * $clk_io_pct] -clock clk0 $non_clock_inputs
set_output_delay [expr $clk_period * $clk_io_pct] -clock clk0 [all_outputs]
```
**design.v**
```verilog
`timescale 1ns / 1ps
module power_of_8(
    input                       clk,
    input                       reset_n,
        input                   i_valid,
    input       [31:0]  i_value,
        output                  o_valid,
    output      [63:0]  o_power_of_8
    );
        reg     [2:0]   r_valid;
        reg     [63:0]  r_power_of_2;
        reg     [63:0]  r_power_of_4;
        reg     [63:0]  r_power_of_8;
        wire    [63:0]  power_of_2;
        wire    [63:0]  power_of_4;
        wire    [63:0]  power_of_8;
        always @(posedge clk or negedge reset_n) begin
            if(!reset_n) begin
                        r_valid <= 3'd0;
            end else begin
                        r_valid <= {r_valid[1:0], i_valid};
            end
        end
        always @(posedge clk or negedge reset_n) begin
            if(!reset_n) begin
                        r_power_of_2 <= 64'd0;
                        r_power_of_4 <= 64'd0;
                        r_power_of_8 <= 64'd0;
            end else begin
                        r_power_of_2 <= power_of_2;
                        r_power_of_4 <= power_of_4;
                        r_power_of_8 <= power_of_8;
            end
        end
        assign power_of_2 = i_value * i_value;
        assign power_of_4 = r_power_of_2 * r_power_of_2;
        assign power_of_8 = r_power_of_4 * r_power_of_4;
        assign o_valid = r_valid[2];
        assign o_power_of_8 = r_power_of_8;
endmodule
```
**run.sh**
```bash
#!/bin/bash
# OpenROAD 26Q1-2900-gdf79404cd8, Yosys 0.63+post, stock flow scripts
make -C /OpenROAD-flow-scripts/flow DESIGN_CONFIG=/design/flow/config.mk WORK_HOME=/design/flow/orfs finish
```
**config.mk**
```make
export PLATFORM = sky130hd
export DESIGN_NAME = power_of_8
export DESIGN_NICKNAME = power_of_8
export VERILOG_FILES = /design/flow/design.v
export SDC_FILE = /design/flow/constraint.sdc
export NUM_CORES = 4
export LEC_CHECK = 1
export CORE_UTILIZATION = 50
```
==> flow_summary.toml <==
# implementation run metrics
[outcome]
status = "finished clean"

[route]
routed_via_density = 4.92
vias = 88028
routed_wirelength_um = 362000
drt_pre_antenna_iters = 6
drt_first_iter_violations = 2815
routedWlPerCell_um = 20.2
drt_drc_violations_left = 0
final_antenna_net_count = 0

[timing]
final_critical_path_setup_slack_ns = 13.88
final.period_utilization_pct = 49.7
final_max_slew_violation_tally = 0
slew_headroom_pct = 40.9
transition_time_at_the_pin_with_the_least_slew_margin_ns = 0.886
clock_skew_ns = 0.0571
period_minus_slack_ns = 13.72
final.setup.tns_ns = 0
maxClockFrequency_ghz = 0.0729
final_hold_fails = 0
setup_viol = 0
fin_hold_ws_ns = 0.353
grt_setup_unrepaired = "no"

[final_layout]
post-route-cell-area_mm2 = 0.145
area.combinational_mm2 = 0.113
drive_above_1_share_pct = 2.12
syn_to_final_growth_pct = 4.46
instances_no_fill = 17898
regArea_mm2 = 0.00480
lay_top_count = "sky130_fd_sc_hd__inv_1"
post-route-util_pct = 52.7
fillCellCount = 25062
final_cell_mix = "4971 x sky130_fd_sc_hd__inv_1, 4028 x sky130_fd_sc_hd__fa_1, 1285 x sky130_fd_sc_hd__nand2_1"

[global_routing]
initial_antenna_violation_count = 5
grtUsageTotal_pct = 30.6
grt_pass1_wl_um = 584000
grt_pass1_vias = 101673
grt_start_max_net_pins = 50
grt_remaining_overflow = 0

[clock_tree]
clock_tree.buffer_depth = 3
cts.clk_slew.worst_paths_ns = 0.08
clkSinkCount = 190
cts-root-buf = "sky130_fd_sc_hd__clkbuf_16"
tritoncts = "yes"
tritoncts.num_buffers = 25
cts.repair.resized = 0
hold_buffers = 0
clock_tree.htree_level_count = 4
insertion_delay_ns = 0.61
post-cts-setup-buffers = 0

[logic_synthesis]
synth.lib_cells_used.distinct = 76
logic_family = "adder cells"
mux_area_share_pct = 0.0443
xor_share_pct = 1.68
synthArstFlopShare_pct = 100
top_cells_by_area = "sky130_fd_sc_hd__fa_1 58%, sky130_fd_sc_hd__inv_1 13%, sky130_fd_sc_hd__ha_1 9.6%"
cell_count_after_synthesis = 14322
synthDominantAreaCellType = "sky130_fd_sc_hd__fa_1"
average_cell_area_after_synthesis_um2 = 9.67
ys_seq_share_pct = 3.43
yosys_warnings = 1
synth-cells-yosys = 14322
simple_gate_area_share_pct = 9.74
synth-seq-cells = 190
ys_sh_aoi_pct = 2.52
ys_area_mm2 = 0.138
netlist_area_mm2 = 0.138
synth.cellmix.adderShare_pct = 67.8
synth-main-ff-cell = "sky130_fd_sc_hd__dfrtp_1"
yosysTopAreaCellShare_pct = 58.2
edf_count = 0

[critical_path]
number_of_buffers_and_inverters_on_the_critical_path = 5
timing.critical_path.from = "i_value[11]"
crit_path_end_kind = "flip-flop"
critical_path_launch_point_type = "primary input"
worstPathArrival_ns = 14.18
max_stage_delay_on_crit_path_ns = 0.57
cp.required_ns = 28.06
timing_worst_setup_path_type = "in -> reg"
timing.critical_path.mode_cell = "sky130_fd_sc_hd__fa_1"
cp_slowest_cell = "sky130_fd_sc_hd__clkinv_1"
path_max_fanout = 26
timing.critical_path.max_delay_family = "adder cells"
crit-reg2reg-launch = "r_power_of_4[7]$_DFF_PN0_"

[floorplan]
fp_util_pct = 50.4
std_cell_rows = 192
dieHeight_um = 528
chip_area_mm2 = 0.279
i_o_pin_total = 100
die_width_um = 528
coreArea_mm2 = 0.275

[placement]
port_buffers = 98
dp.cells = 17863
globalplace.congestion = 0.972
placed_area_mm2 = 0.144
dp_slack_ns = 13.30
detailed_place_hpwl_um = 302000

[worst_hold_path]
timing.hold.worst.class = "reg -> reg"
hold_sp = "r_valid[1]$_DFF_PN0_"

[flow_run]
max_cap_violations = 0
stage_log_warnings = 145
## kinds of logic after synthesis
family	Yosys count
AOI/OAI and AO/OA	544
and+or+nand+nor	2770
DFF	190
xor gates and xnor gates	265
other	2
muxes	6
adders and majority gates	5087
buffers and inverters	5458
## cell usage after synthesis (16+ instances only)
cell / instances
sky130_fd_sc_hd__o21bai_1: 31
sky130_fd_sc_hd__nor2_1: 242
sky130_fd_sc_hd__xnor2_1: 180
sky130_fd_sc_hd__xor2_1: 85
sky130_fd_sc_hd__a21o_1: 78
sky130_fd_sc_hd__nand2_1: 1285
sky130_fd_sc_hd__clkbuf_1: 465
sky130_fd_sc_hd__and2_1: 1056
sky130_fd_sc_hd__a31oi_1: 17
sky130_fd_sc_hd__ha_1: 1059
sky130_fd_sc_hd__dfrtp_1: 190
sky130_fd_sc_hd__a211oi_1: 21
sky130_fd_sc_hd__fa_1: 4028
sky130_fd_sc_hd__and3_1: 20
sky130_fd_sc_hd__nor2b_1: 35
sky130_fd_sc_hd__a21oi_1: 191
sky130_fd_sc_hd__nor3_1: 21
sky130_fd_sc_hd__o21ai_0: 96
sky130_fd_sc_hd__nand3_1: 38
sky130_fd_sc_hd__nand4_1: 21
sky130_fd_sc_hd__inv_1: 4971
sky130_fd_sc_hd__or2_2: 16
## worst paths after layout
kind                       cells after the start  slack, ns                          to
setup reg to reg                              30      16.65  r_power_of_8[63]$_DFF_PN0_
max in group asynchronous                      4      20.71  r_power_of_2[17]$_DFF_PN0_
hold / removal                                 0       0.35        r_valid[2]$_DFF_PN0_
hold reg to reg                                0       0.35        r_valid[2]$_DFF_PN0_
setup / recovery                              25      13.88  r_power_of_2[61]$_DFF_PN0_
min in group asynchronous                      1       4.79   r_power_of_8[7]$_DFF_PN0_
## state kept, by name (all words and copies together), names as in the netlist
name,cells
r_valid,3
r_power_of_8,63
r_power_of_4,62
r_power_of_2,62
## layer usage
metal	wire (um)	up-vias	GRT usage, %
li1	-	39394	-
met1	133000	44827	42.0
met3	41300	457	14.2
met5	609	-	1.51
met4	12000	14	7.17
met2	176000	3336	46.8
## worst register-to-register path, delay by kind of cell (launching register included)
kind | cells | cell delay (ns)
AOI/OAI and AO/OA | 9 | 2.68
buffers and inverters | 8 | 1.54
xor gates and xnor gates | 1 | 0.41
and+or+nand+nor | 1 | 0.20
DFF | 1 | 0.63
adders and majority gates | 11 | 5.25
## layout make-up
class,instances,share of cell area [%]
Tap cell,3686,3.19
Timing Repair Buffer,283,1.64
Clock inverter,6,0.0770
Inverter,4990,12.9
Clock buffer,27,0.445
Multi-Input combinational cell,8714,78.4
Sequential cell,190,3.32
Antenna cell,2,0.00346
